## /design/flow/design.v

```verilog
`timescale 1ns / 1ps
module debounce # (
  parameter pCLKS = 32'd 1_000_000)  
(
  input iCLK,
  input iRESET,  
  input iSIG,
  output reg oSIG
);
integer debounceCtr = 0;
always @(posedge iCLK or posedge iRESET) begin
    if (iRESET)
    begin
        debounceCtr <= 0;
        oSIG <= 0;
    end
    else if (iSIG)
    begin  
        if (!oSIG)
        begin  
            if (debounceCtr < pCLKS)
            begin
                debounceCtr <= debounceCtr + 1;
                oSIG <= 0;
            end
            else
            begin
                debounceCtr <= 0;
                oSIG <= 1;
            end
        end
        else
        begin  
            debounceCtr <= 0;
        end
    end
    else
    begin  
        if (oSIG)
        begin
            if (debounceCtr < pCLKS)
            begin  
                debounceCtr <= debounceCtr + 1;
                oSIG <= 1;
            end
            else
            begin
                debounceCtr <= 0;
                oSIG <= 0;
            end
        end
        else
        begin  
            debounceCtr <= 0;
        end
    end
end
endmodule
```

## /design/flow/run.sh

```bash
#!/bin/bash
# OpenROAD 26Q1-2900-gdf79404cd8, Yosys 0.63+post, stock flow scripts
make -C /OpenROAD-flow-scripts/flow DESIGN_CONFIG=/design/flow/config.mk WORK_HOME=/design/flow/orfs finish
```

## /design/flow/config.mk

```make
export PLATFORM = sky130hd
export DESIGN_NAME = debounce
export DESIGN_NICKNAME = debounce
export VERILOG_FILES = /design/flow/design.v
export SDC_FILE = /design/flow/constraint.sdc
export NUM_CORES = 4
export LEC_CHECK = 1
export CORE_AREA = 10 10 111 111
export DIE_AREA = 0 0 121 121
```

## /design/flow/constraint.sdc

```tcl
current_design debounce

set clk_period 2.8
set clk_io_pct 0.2

create_clock -name clk0 -period $clk_period [get_ports {iCLK}]

set non_clock_inputs [all_inputs -no_clocks]
set_input_delay [expr $clk_period * $clk_io_pct] -clock clk0 $non_clock_inputs
set_output_delay [expr $clk_period * $clk_io_pct] -clock clk0 [all_outputs]
```

==> GITHUB_STEP_SUMMARY <==
## Synthesis and layout report

| Metric | Value |
|---|---|
| Max_slew headroom | `38.8%` |
| Post-synthesis cell area | `around 1400 sq um` |
| Reg with most FFs | `debounceCtr` |
| Logic pwr share | `1.9%` |
| Asr flop ratio synth | `100%` |
| Pins Over Slew Limit | `0` |
| EDFF count, synth | `0` |
| Routed via count | `963` |
| Row count | `36` |
| Crit-path max FO | `20` |
| Core Region | `9860 sq um` |
| Int Power | `0.000758 W` |
| Psw | `0.000191 W` |
| Clock power frac | `46.5%` |
| CTS tree | `done` |
| Top cell excl fill/tap | `dfrtp_1` |
| Gr ovfl total | `0` |
| Setup Buffers After CTS | `0` |
| Top cells excl fill/tap | `dfrtp_1, nor2_1, conb_1, nand3_1, xor2_1` |
| Number of port buffers | `3` |
| Arrival time worst endpoint | `2.15 ns` |
| Worst Hold Slack | `0.481 ns` |
| Antenna violations before repair | `0` |
| Worst-margin pin slew | `0.915 ns` |
| DIE AREA | `14,600 sq um` |
| Yosys stat area | `1430 sq um` |
| Fin Setup TNS | `0 ns` |
| MaxCap Viol Count | `0` |
| Run status | `finished, final reports clean` |
| Die Ht | `about 120 um` |
| Crit path launch type | `register` |
| Tally of OpenROAD warnings | `25` |
| Post-CTS Resized | `0` |
| Clock latency (worst-skew pair) | `~0.28 ns` |
| Sw frac | `around 20%` |
| Ports | `4` |
| Dpl cell area | `1640 sq um` |
| Clock transition at the registers of the reported paths | `0.07 ns` |
| Antenna-violating nets left | `0` |
| Yosys stat cell total | `~130` |
| Gr usage total | `3.28%` |
| Critical path's slowest cell | `or4_4` |
| Top FF cell, synth | `dfrtp_1` |
| Wire length per cell | `8.31 um` |
| Number of buffers created by CTS | `5` |
| Cts hold-fix bufs | `0` |
| Worst Skew | `0.00505 ns` |
| Gate count after technology mapping | `~130` |
| Final setup fails | `0` |
| CP peak stage delay | `0.55 ns` |
| Seq cells post-synth | `33` |
| Hold Path Class | `reg -> reg` |
| Die width | `about 120 um` |
| Clk sinks | `33` |
| Largest regs | `debounceCtr x32` |
| FP Util | `14.5%` |
| Fraction of layout cells with a size suffix above 1 | `10.2%` |
| CP cell instances | `or4_4 > nor3_4 > o211ai_2 > a21oi_1` |
| VDD IR max | `0.000321 V` |
| Via-to-Cell Ratio | `3.44` |
| Min setup slack post-route | `roughly 0.85 ns` |
| CTS root buf | `clkbuf_8` |
| H-tree depth | `2` |
| Global placement routability congestion | `~0.76` |
| Final hold vios | `0` |
| R2r setup slk | `~0.85 ns` |
| Crit Path Category | `reg -> reg` |
| First-pass GRT wire length | `4.13 mm` |
| Initial DRC Count | `roughly 67` |
| RSZ-0062 raised after global routing | `no` |
| Hpwl dp | `1.57 mm` |
| Period minus WS final | `~2 ns` |
| Final period util | `69.8%` |
| Number of global-route vias before repair | `913` |
| Required time worst endpoint | `3.00 ns` |
| Leakage power | `around 0.66 nW` |
| Synth cell types | `33` |
| Fmax | `~510 MHz` |
| Synth Seq Share | `57.6%` |
| Antenna Cells | `0` |
| Largest net degree at the start of global routing | `34` |
| Fillers | `around 1,100` |
| Sequential share of power | `approximately half` |
| Critical Path End Type | `register` |
| Largest register FFs | `32` |
| Drt drc | `0` |
| DRT Pass-1 Iters | `4` |
| Mapped Avg Cell Area | `11.1 sq um` |
| Bufs on Longest Clock Path | `2` |
| P per Cell Area | `541 nW/um^2` |
| Total Wirelength | `2.33 mm` |
| Finished Cell Area | `1760 sq um` |
| Area grow syn2layout | `22.5%` |
| Synth warnings | `1` |
| Pre-CTS setup slack | `about 0.82 ns` |
## cells by family after synthesis
group	Yosys count	share of synthesized area [%]
mux	1	0.786
simple gates	56	22.3
flops	33	57.6
xor+xnor	12	7.34
fa+ha+maj	1	0.873
buf+inv	8	3.41
compound gates	17	7.42
other cells	1	0.262
## final timing paths
path,from,to,depth (start not counted)
worst min register to register,debounceCtr[0],debounceCtr[0],1
worst min-delay path,debounceCtr[0],debounceCtr[0],1
max in group asynchronous,iRESET,debounceCtr[29],3
worst max register to register,debounceCtr[13],debounceCtr[15],4
min in group asynchronous,iRESET,debounceCtr[17],3
worst max-delay path,debounceCtr[13],debounceCtr[15],4
## cells in the mapped netlist, drive strengths merged, types with 2 or more instances
master  number  share of area, %
buf          3               2.1
nand3        9               3.5
clkbuf       2              0.52
nand4        7               3.1
nor4         4               1.7
nor2        14               3.7
or3          6               2.6
dfrtp       33                58
and3         4               1.8
o21ai        6               2.1
xnor2        4               2.4
and2         2              0.87
or4          2               1.3
a21oi        7               2.7
nand2        5               1.3
inv          3              0.79
xor2         8               4.9
## per-stage QoR
step                      cells  total power [W]  utilization (%)
after floorplan             140         0.000508                -
after global placement      272         0.000517             16.6
after detailed placement    272         0.000518             16.6
after CTS                   280         0.000966             17.8
after global routing        280         0.000996             17.8
final                       280         0.000949             17.8
## worst max-delay path, delay by kind of cell (launching register included)
kind / cells / cell delay, ns
and+or+nand+nor: 2 / 0.76
AOI/OAI and AO/OA: 2 / 0.67
DFF: 1 / 0.44
## layer usage
layer	share of wire [%]	global-route usage, %	up-vias
met5	0	0	-
met4	1.5	0.528	0
met3	6.4	1.18	5
met2	43	5.10	21
met1	49	4.37	459
li1	-	-	478
## power groups by stage
stage / Clock, W / Combinational, W / Sequential [W]
finish: 0.000442 / 0.0000184 / 0.000489
CTS: 0.000457 / 0.0000194 / 0.000489
global route: 0.000483 / 0.0000225 / 0.000490
## cell type report
| type | count | area (sq um) | area share [%] |
|---|---|---|---|
| Sequential cell | 33 | 826 | 47.0 |
| Multi-Input combinational cell | 99 | 599 | 34.1 |
| Tap cell | 133 | 166 | 9.48 |
| Clock buffer | 5 | 68.8 | 3.92 |
| Clock inverter | 3 | 46.3 | 2.64 |
| Timing Repair Buffer | 4 | 37.5 | 2.14 |
| Inverter | 3 | 11.3 | 0.641 |
No activity file was given, so power comes from the tool's default toggle rates.
